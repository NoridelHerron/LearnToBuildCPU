===== /design/flow/design.v =====
`timescale 1ns / 1ps
package struct_pkg;
    typedef struct packed {  
        logic        isValid;
        logic [31:0] instr, pc;
    } if_t;
    typedef struct packed {  
        logic        isValid;
        logic [31:0] instr, pc;
        logic [6:0]  op;                                                    
        logic [4:0]  rd,        rs1,      rs2;                                   
        logic        memRead,   memWrite;
        logic        regWrite,  jump,     branch;
        logic [3:0]  aluOp;
        logic [1:0]  forwA,     forwB;
        logic        stall; 
        logic [31:0] operand1,  operand2, sData;
    } id_t;
    typedef struct packed {  
        logic        isValid;
        logic [31:0] instr, pc;
        logic [6:0]  op;
        logic [4:0]  rd,        rs1,      rs2;
        logic        regWrite,  memWrite, memRead;
        logic        jump,      branch;
        logic [3:0]  aluOp;
        logic [31:0] operand1,  operand2, sData, result, store;
        logic        Z, N, C, V;
    } ex_t;
    typedef struct packed {  
        logic        isValid;
        logic [31:0] instr, pc;
        logic [4:0]  rd;
        logic        regWrite, memWrite, memRead;
        logic [31:0] alu,      store,    mem;
    } mem_t;
    typedef struct packed {  
        logic        isValid;
        logic [31:0] instr, pc;
        logic        regWrite,  memWrite, memRead;
        logic [4:0]  rd;
        logic [31:0] alu,       mem;
        logic [31:0] data;
    } wb_t;
    typedef struct packed {
        logic [6:0]  op; 
        logic [4:0]  rs1, rs2, rd;
        logic        memRead, memWrite, regWrite, jump, branch;
        logic [3:0]  alu_op;        
        logic [1:0]  forwA, forwB;
        logic        stall;
        logic [31:0] operand1,  operand2,  s_data;
    } id_out;
    typedef struct packed {
        logic [31:0] instr; 
        logic [4:0]  idex_rs1, idex_rs2, idex_rd;
        logic        idex_memRead;
        logic        idex_regWrite;
        logic        exmem_regWrite;              
        logic [4:0]  exmem_rd;
        logic        memwb_regWrite;             
        logic [4:0]  memwb_rd;
        logic [31:0] wb_data;
    } id_in;
    typedef struct packed {
        logic [4:0]  rs1, rs2, rd;
        logic        memRead;
        logic        regWrite;
    } idex_t;
    typedef struct packed {
        logic        regWrite;              
        logic [4:0]  rd;
    } rd_write;
    typedef struct packed {
        logic [3:0]  alu_op;
        logic [31:0] A, B;
    } alu_in;
    typedef struct packed {
        logic        Z, N, C, V;
        logic [31:0] result;
    } alu_out;
endpackage 
`timescale 1ns / 1ps
module if_stage_s(
        input  logic        clk, reset, is_flush, is_stall,
        input  logic [31:0] branch_target,
        output logic        is_valid,     
        output logic [31:0] pc,
        output logic [31:0] instr
    );
    logic  [31:0] pc_fetch;
    logic [31:0] instr_fetched;
    rom_s rom (
        .clk(clk),
        .addr(pc_fetch[11:2]),
        .instr(instr_fetched)
    );
    always_ff @(posedge clk) begin
        if (reset) begin
            pc_fetch <= 32'd0;
            pc       <= 32'd0;
            is_valid <= 1'b0;
            instr    <= 32'd0;
        end else if (!is_stall) begin
            if (pc_fetch == 32'd0)
                is_valid <= 1'b0;
            else
                is_valid <= 1'b1;
            pc_fetch <= pc_fetch + 32'd4;
            pc       <= pc_fetch;
            instr    <= instr_fetched;
        end
    end
endmodule
`timescale 1ns / 1ps
module rom_s(
        input  logic        clk,
        input  logic [9:0]  addr,     
        output logic [31:0] instr
    );
    logic [31:0] rom [0:1023];
    logic [14:0] temp_reg;
    function [14:0] generate_registers;
        input integer     type_sel;
        input logic [4:0] rd;
        logic [14:0] rand_reg;
         begin
            case (type_sel)  
               0 : begin 
                    rand_reg[14:10] = $urandom_range(0, 31); 
                    rand_reg[9:5]   = rd; 
                    rand_reg[4:0]   = $urandom_range(0, 31);
               end 
               1 : begin 
                    rand_reg[14:10] = $urandom_range(0, 31); 
                    rand_reg[9:5]   =  $urandom_range(0, 31); 
                    rand_reg[4:0]   = rd; 
               end 
               2 : begin 
                    rand_reg[14:10] = $urandom_range(0, 31); 
                    rand_reg[9:5]   = rd; 
                    rand_reg[4:0]   = rd; 
               end 
               3 : begin 
                    rand_reg[14:10] = $urandom_range(0, 31); 
                    rand_reg[9:5]   =  $urandom_range(0, 31); 
                    rand_reg[4:0]   = $urandom_range(0, 31); 
               end 
               default : begin 
                    rand_reg[14:10] = $urandom_range(1, 31); 
                    rand_reg[9:5]   =  $urandom_range(1, 31); 
                    rand_reg[4:0]   = $urandom_range(1, 31); 
               end 
            endcase
        generate_registers = rand_reg;
        end
    endfunction
    function [31:0] generate_instruction;
        input integer type_sel;
        input [14:0] registers;
        logic [2:0]  funct3;
        logic [6:0]  funct7;
        logic [11:0] imm12;   
        logic [19:0] imm20;   
        logic [31:0] instr;
        begin
            funct3 = $urandom_range(0, 7);
            funct7 = $urandom_range(0, 127);
            case (type_sel)
                0: begin
                    if (funct3 == 3'h0 || funct3 == 3'h5) begin
                        funct7 = $urandom_range(0, 1) ? 7'd0 : 7'd32;   
                    end else begin
                        funct7 = 7'd0;  
                    end
                    instr = {funct7, registers[9:5], registers[4:0], funct3, registers[14:0], 7'h33};
                end
                1: begin
                    imm12 = {funct7, registers[9:5]} * 4; 
                    instr = {imm12, registers[4:0], funct3, registers[14:0], 7'h13};
                end
                2: begin
                    funct3 = 3'h2;  
                    imm12 = {funct7, registers[9:5]} * 4; 
                    instr = {imm12, registers[4:0], funct3, registers[14:0], 7'h03};
                end
                3: begin
                    funct3 = 3'h2;  
                    imm12 = {funct7, registers[9:5]} * 4; 
                    instr = {imm12[11:5], registers[9:5], registers[4:0], funct3, imm12[4:0], 7'h23};
                end
                4: begin
                    case (funct3)
                        0: funct3 = 3'h0;
                        1: funct3 = 3'h1;
                        4: funct3 = 3'h4;
                        5: funct3 = 3'h5;
                        6: funct3 = 3'h6;
                        7: funct3 = 3'h7;
                        default: funct3 = $urandom_range(4, 7);
                    endcase
                    imm12 = {funct7, registers[9:5]} * 4; 
                    instr = {imm12[11], imm12[9:4], registers[9:5], registers[4:0], 
                             funct3, imm12[3:0], imm12[10], 7'h63};
                end
                5: begin
                    imm20 = {funct7, registers[9:5], registers[4:0], funct3};  
                    instr = {
                                imm20[19],        
                                imm20[9:0],       
                                imm20[10],        
                                imm20[18:11],     
                                registers[14:0],  
                                7'h6f      
                            };
                end
                default: instr = 32'h00000013;
            endcase
            generate_instruction = instr;
        end
    endfunction
    integer i;
    initial begin
        rom[0] = 32'h00150393;   
        rom[1] = 32'h00248413;   
        rom[2] = 32'h008385b3;   
        rom[3] = 32'h00b406b3;   
        rom[4] = 32'h00b687b3;   
        rom[5] = 32'h00338993;   
        rom[6] = 32'h00338a13;   
        for (i = 7; i < 1024; i = i + 1) begin
            rom[i] = 32'h00000013;
        end
    end
    always_ff @(posedge clk) begin
        instr <= rom[addr];
    end
endmodule

===== /design/flow/run.sh =====
#!/bin/bash
# OpenROAD 26Q1-2900-gdf79404cd8, Yosys 0.63+post, stock flow scripts
make -C /OpenROAD-flow-scripts/flow DESIGN_CONFIG=/design/flow/config.mk WORK_HOME=/design/flow/orfs finish

===== /design/flow/config.mk =====
export PLATFORM = sky130hd
export DESIGN_NAME = if_stage_s
export DESIGN_NICKNAME = if_stage_s
export VERILOG_FILES = /design/flow/design.v
export SDC_FILE = /design/flow/constraint.sdc
export NUM_CORES = 4
export LEC_CHECK = 1
export CORE_UTILIZATION = 30
export SYNTH_MEMORY_MAX_BITS = 65536

===== /design/flow/constraint.sdc =====
current_design if_stage_s

set clk_period 3.7
set clk_io_pct 0.2

create_clock -name clk0 -period $clk_period [get_ports {clk}]

set non_clock_inputs [all_inputs -no_clocks]
set_input_delay [expr $clk_period * $clk_io_pct] -clock clk0 $non_clock_inputs
set_output_delay [expr $clk_period * $clk_io_pct] -clock clk0 [all_outputs]

==> GITHUB_STEP_SUMMARY <==
## Synthesis and layout report

| Metric | Value |
|---|---|
| Run status | `complete, no violations` |
| Overflow after GRT | `0` |
| Cell area leaders | `dfxtp_1 (47%), mux2i_1 (12%), nor2_1 (7.1%), buf_4 (5.1%), or4_1 (3.0%)` |
| Comb pwr share | `5.6%` |
| Cts hold-fix bufs | `0` |
| Fin Setup TNS | `0 ns` |
| Stage-log warning count | `62` |
| Syn avg cell area | `9.37 um2` |
| Clk_skew | `0.00639 ns` |
| Post-synthesis async set-or-reset flop share | `0%` |
| Fin crit period | `around 2.5 ns` |
| Cell Int Power | `around 0.0016 W` |
| Post-synth EDFFs | `0` |
| Global Route Usage Sum | `between 10% and 20%` |
| Max Freq | `402 MHz` |
| GRT met3 Usage | `2.29%` |
| Vias in the first global route | `2483` |
| Total Wirelength | `7270 um` |
| Synth unique cells | `37` |
| Wire length per cell | `roughly 13 um` |
| Routed vias | `roughly 2800` |
| Placed wire-length estimate | `about 4700 um` |
| Placed cells | `between 500 and 600` |
| Drt first pass iters | `4` |
| Register area | `1720 um2` |
| Layout cell share with drive strength beyond 1 | `5.59%` |
| # setup viols final | `0` |
| Die area | `12800 um2` |
| Mapped cell area | `3700 um2` |
| Postcts setup bufs | `0` |
| Crit Path Max Fanout | `26` |
| Min-Delay Path Class | `register to register` |
| Root buffer cell | `clkbuf_16` |
| Core Util at FP | `a little under a third` |
| ANT nets after route | `0` |
| Synth Flop Type | `dfxtp_1` |
| RSZ-0062 raised after global routing | `no` |
| DRT iter0 DRCs | `roughly 150` |
| Startpoint Class | `input port` |
| Crit-path slowest cell | `or4_1` |
| Yosys stat area | `3700 um2` |
| Area share, top type | `46.5%` |
| Clk pin slew, worst setup/hold paths | `approximately 0.06 ns` |
| TritonCTS clock tree | `done` |
| Cells after Synth | `395` |
| CP Cell Sequence | `buf_2, nand4b_2, or4_1, nor3_1, mux2_2` |
| Via density | `4.80` |
| CP endpoint kind | `register` |
| Ys cells | `395` |
| Peak supply drop | `0.261 mV` |
| Die Width | `about 110 um` |
| Leak | `1.74 nW` |
| Post-layout period usage of the worst path | `around two thirds` |
| Sequential share of power | `48.8%` |
| First-pass GRT wire length | `about 12000 um` |
| Top cells excl fill/tap | `dfxtp_1 (86), nor2_1 (70), clkdlybuf4s50_1 (47)` |
| Die span in y | `~110 um` |
| Core area | `12000 um2` |
| Synth warnings | `2` |
| Clock group share of total power | `45.6%` |
| I/O pin count | `101` |
| Skew-Pair Late Insertion Delay | `0.33 ns` |
| Sw Pwr | `0.000441 W` |
| Top cell excl fill/tap | `dfxtp_1` |
| CP max stage delay | `0.59 ns` |
| PortBufs | `49` |
| GRT busiest layer | `met1` |
| Final hold vios | `0` |
| Max Cap Violations | `0` |
| WP data required | `3.92 ns` |
| Seq share, synth | `46.5%` |
| Sw Share | `22.0%` |
| Clock sink count | `between 80 and 90` |
| Slew Viols, Final | `0` |
| Max-slew headroom | `a little over two fifths` |
| Final non-filler cell total | `576` |
| Power density over the cells | `450 nW/um2` |
| Row cnt | `~40` |
| Area added between synthesis and finish | `20.3%` |
| Pin count of the biggest net entering global routing | `47` |
| Worst EP arrival | `about 2.7 ns` |
| Htree depth | `3` |
| Gpl congestion | `0.797` |
| Comb area | `1720 um2` |
| # diodes | `0` |
| Met2 usage | `around 18%` |
| Clk buf depth | `2` |
| Met1 Use GR | `18.5%` |
| Initial antenna violation count | `0` |
| Worst-Margin Slew | `0.840 ns` |
| Number of remaining DRC errors | `0` |
| Post-CTS Resized | `0` |
| FILL cells | `around 1200` |
| Cell taking the most area after synthesis | `dfxtp_1` |
| CTS buffer count | `9` |
| Worst Setup Path Type | `input port to register` |
| Seq cells post-synth | `between 80 and 90` |
-- routing by layer --
metal / up-vias / wire [um]
li1: 1401 / -
met1: 1292 / 3710
met2: 66 / 3150
met3: 6 / 314
met4: 0 / 87
met5: - / 0
-- cell usage after synthesis, types with 9 or more instances --
master	n
o31ai_1	14
clkbuf_1	12
buf_2	9
xor2_1	9
dfxtp_1	86
nand4_1	12
buf_4	25
nor2_1	70
or4_1	15
nand2_1	14
a21oi_1	21
mux2i_1	44
-- layout make-up --
type	instances	area share (%)
clock buffers	10	5.37
well taps	147	4.13
inverters	6	0.506
clock inverters	6	1.55
multi-input cells	270	38.6
flip-flops and latches	86	38.7
repair buffers	51	11.1
-- through the flow --
stage / hold slack (ns) / utilization [%] / area [um2] / total power (W) / worst slack, ns
2_1_floorplan: 0.437 / - / 3760 / 0.00108 / 1.55
3_3_place_gp: 0.442 / 34.5 / 4140 / 0.00111 / 0.883
3_5_place_dp: 0.455 / 34.5 / 4140 / 0.00111 / 0.865
4_1_cts: 0.469 / 37.1 / 4450 / 0.00203 / 1.21
5_1_grt: 0.480 / 37.1 / 4450 / 0.00209 / 1.12
6_report: 0.464 / 37.1 / 4450 / 0.00200 / 1.21
-- flip-flops by register name, indices dropped and copies added (netlist names) --
| signal | cells |
|---|---|
| instr | 13 |
| pc | 30 |
| rom.instr | 12 |
| pc_fetch | 30 |
| is_valid | 1 |
-- worst paths after layout --
kind                      from            to  slack (ns)  cells past startpoint
setup reg to reg   pc_fetch[4]  pc_fetch[31]        1.30                      4
setup / recovery      is_stall  pc_fetch[31]        1.21                      5
hold / removal    rom.instr[7]      instr[7]        0.46                      2
hold reg to reg   rom.instr[7]      instr[7]        0.46                      2
-- cell families (layout without fill, tap and decap cells) --
kind of cell               Yosys count  in the layout  share of synthesized area [%]
and+or+nand+nor                    150            150                           21.2
DFF                                 86             86                           46.5
buffers and inverters               56             73                           8.72
muxes                               45             45                           12.2
AOI/OAI and AO/OA                   39             39                           6.49
xor gates and xnor gates            13             13                           3.08
adders and majority gates            5              5                           1.69
other                                1             18                          0.101
-- critical path: cells and delay by family --
kind | cells | cell delay, ns
mux | 1 | 0.35
simple gates | 3 | 1.26
buf+inv | 1 | 0.35
-- power by group through the flow --
stage	Clock, W	Combinational, W	Sequential [W]
global route	0.000984	0.000128	0.000981
CTS	0.000937	0.000114	0.000977
finish	0.000913	0.000113	0.000977
No activity file was given, so power comes from the tool's default toggle rates.
