$ cat flow/design.v
`timescale 1ns / 1ps
package struct_pkg;
    typedef struct packed {  
        logic        isValid;
        logic [31:0] instr, pc;
    } if_t;
    typedef struct packed {  
        logic        isValid;
        logic [31:0] instr, pc;
        logic [6:0]  op;                                                    
        logic [4:0]  rd,        rs1,      rs2;                                   
        logic        memRead,   memWrite;
        logic        regWrite,  jump,     branch;
        logic [3:0]  aluOp;
        logic [1:0]  forwA,     forwB;
        logic        stall; 
        logic [31:0] operand1,  operand2, sData;
    } id_t;
    typedef struct packed {  
        logic        isValid;
        logic [31:0] instr, pc;
        logic [6:0]  op;
        logic [4:0]  rd,        rs1,      rs2;
        logic        regWrite,  memWrite, memRead;
        logic        jump,      branch;
        logic [3:0]  aluOp;
        logic [31:0] operand1,  operand2, sData, result, store;
        logic        Z, N, C, V;
    } ex_t;
    typedef struct packed {  
        logic        isValid;
        logic [31:0] instr, pc;
        logic [4:0]  rd;
        logic        regWrite, memWrite, memRead;
        logic [31:0] alu,      store,    mem;
    } mem_t;
    typedef struct packed {  
        logic        isValid;
        logic [31:0] instr, pc;
        logic        regWrite,  memWrite, memRead;
        logic [4:0]  rd;
        logic [31:0] alu,       mem;
        logic [31:0] data;
    } wb_t;
    typedef struct packed {
        logic [6:0]  op; 
        logic [4:0]  rs1, rs2, rd;
        logic        memRead, memWrite, regWrite, jump, branch;
        logic [3:0]  alu_op;        
        logic [1:0]  forwA, forwB;
        logic        stall;
        logic [31:0] operand1,  operand2,  s_data;
    } id_out;
    typedef struct packed {
        logic [31:0] instr; 
        logic [4:0]  idex_rs1, idex_rs2, idex_rd;
        logic        idex_memRead;
        logic        idex_regWrite;
        logic        exmem_regWrite;              
        logic [4:0]  exmem_rd;
        logic        memwb_regWrite;             
        logic [4:0]  memwb_rd;
        logic [31:0] wb_data;
    } id_in;
    typedef struct packed {
        logic [4:0]  rs1, rs2, rd;
        logic        memRead;
        logic        regWrite;
    } idex_t;
    typedef struct packed {
        logic        regWrite;              
        logic [4:0]  rd;
    } rd_write;
    typedef struct packed {
        logic [3:0]  alu_op;
        logic [31:0] A, B;
    } alu_in;
    typedef struct packed {
        logic        Z, N, C, V;
        logic [31:0] result;
    } alu_out;
endpackage 
`timescale 1ns / 1ps
module alu (
    input      [31:0] A,
    input      [31:0] B,
    input      [3:0]  alu_op,
    output reg [31:0] result,
    output reg        Z,
    output reg        N,
    output reg        C,
    output reg        V
);
    localparam [3:0]
    ALU_ADD  = 4'h0,
    ALU_SUB  = 4'h1,
    ALU_XOR  = 4'h2,
    ALU_OR   = 4'h3,
    ALU_AND  = 4'h4,
    ALU_SLL  = 4'h5,
    ALU_SRL  = 4'h6,
    ALU_SRA  = 4'h7,
    ALU_SLT  = 4'h8,
    ALU_SLTU = 4'h9;
    wire [32:0] temp_add = {1'b0, A} + {1'b0, B};
    wire [32:0] temp_sub = {1'b0, A} - {1'b0, B};
    wire [31:0] sum      = temp_add[31:0];
    wire [31:0] diff     = temp_sub[31:0];
    wire [31:0] w_sll   = A <<  B[4:0];
    wire [31:0] w_srl   = A >>  B[4:0];
    wire [31:0] w_sra   = $signed(A) >>> B[4:0];
    wire [31:0] w_and  = A & B;
    wire [31:0] w_or   = A | B;
    wire [31:0] w_xor  = A ^ B;
    wire [31:0] w_slt   = {31'b0, ($signed(A) <  $signed(B))};
    wire [31:0] w_sltu  = {31'b0, (A < B)};
    always @* begin
        case (alu_op)
            ALU_ADD : result = sum;
            ALU_SUB : result = diff;
            ALU_SLL : result = w_sll;
            ALU_SRL : result = w_srl;
            ALU_SRA : result = w_sra;
            ALU_AND : result = w_and;
            ALU_OR  : result = w_or;
            ALU_XOR : result = w_xor;
            ALU_SLT : result = w_slt;
            ALU_SLTU: result = w_sltu;
            default : result = 32'h0;
        endcase
        C = (alu_op == ALU_ADD) ? temp_add[32] :
            (alu_op == ALU_SUB) ? ~temp_sub[32] : 1'b0;
        V = (alu_op == ALU_ADD) ? ((A[31] == B[31]) && (sum[31]  != A[31])) :
            (alu_op == ALU_SUB) ? ((A[31] != B[31]) && (diff[31] != A[31])) : 1'b0;
        Z = (result == 32'h0);
        N = result[31];
    end
endmodule
$ cat flow/run.sh
#!/bin/bash
# OpenROAD 26Q1-2900-gdf79404cd8, Yosys 0.63+post, stock flow scripts
make -C /OpenROAD-flow-scripts/flow DESIGN_CONFIG=/design/flow/config.mk WORK_HOME=/design/flow/orfs finish
$ cat flow/config.mk
export PLATFORM = sky130hd
export DESIGN_NAME = alu
export DESIGN_NICKNAME = alu
export VERILOG_FILES = /design/flow/design.v
export SDC_FILE = /design/flow/constraint.sdc
export NUM_CORES = 4
export LEC_CHECK = 1
export CORE_UTILIZATION = 40
$ cat flow/constraint.sdc
current_design alu

set clk_period 14.5
set clk_io_pct 0.2

create_clock -name clk0 -period $clk_period

set non_clock_inputs [all_inputs -no_clocks]
set_input_delay [expr $clk_period * $clk_io_pct] -clock clk0 $non_clock_inputs
set_output_delay [expr $clk_period * $clk_io_pct] -clock clk0 [all_outputs]
==> results.toml <==
# flow metrics
[route]
viasPerCell = 6.900
wl_per_cell_um = 28.81
drc = 0
drtPass1Iterations = 5
routed-via-count = 11910
antenna_left = 0
routed_wl_um = 49720
drt_iter0_markers = 1522

[setup_path]
worstSetupStartpointType = "input port"
crit_slowest_cell = "nor4b_1"
crit_family = "simple AND/OR/NAND/NOR gates"
worstPathCellList = "buf_2 -> buf_4 -> inv_1 -> ha_1 -> nor4b_1 -> o211a_1 -> o31ai_1 -> a21oi_1 -> a2111o_1 -> o21ai_0 -> or4b_1 -> nor4_2 -> nand4b_1 -> nor4_2 -> clkdlybuf4s50_1"
critPathCaptureType = "output port"
slowest_delay_ns = 0.82
worstPathMaxFanout = 57
path_common_cell = "nor4_2"
crit_start = "B[4]"
worstSetupPathType = "input port to output port"
path_buffers = 4
cp_data_arrival_time_ns = 8.42
cp.required_ns = 11.60
worst-path-stages = 15
endpoint = "Z"

[yosys]
ys_cells = 1380
ys_sh_mux_pct = 19.89
synth-compound-area-share_pct = 33.37
synth-seq-area-share_pct = 0
syn_area_um2 = 9692
ys_top_logic_family = "AND-OR/OR-AND gates"
syn_inst = 1380
synthXorXnorAreaFrac_pct = 1.175
yosysTopAreaCellShare_pct = 12.65
yosysWarningCount = 1
top_cells_by_count = "nor2_1, a21oi_1, nand2_1"
ys_area_um2 = 9692
simple_gate_share_pct = 23.01
yosysTopAreaCell = "ha_1"
most_common_cell = "nor2_1"
yosys.area_share.adder_pct = 13.06
avgSynthCellArea_um2 = 7.023
synth.area.top_cells = "ha_1, mux4_2, a21oi_1"
ys_types = 90

[timing]
fin_crit_ns = 11.32
tns_ns = 0
max_freq_mhz = 88.38
slew_headroom_pct = 37.28
finalMaxSlewViolations = 0
finalHoldViolCount = 0
setup_viol = 0
rsz0062_at_grt = "no"
final.period_utilization_pct = 78.04
worst_slew_pin_slew_ns = 0.9379

[pwr]
power_density_nw_per_um2 = 40.73
swShare_pct = 60.81
ir_worst_vdd_v = 0.00001781
leakagePower_nw = 4.433
internal_power_mw = 0.1730
power.switching_mw = 0.2685

[placement]
hpwl_um = 38330
gp_congestion = 1.064
io_buffers = 104

[clocking]
postCtsSetupBuffers = 0
ctsHoldBuffers = 0
cts-resized-gates = 0

[cells_and_area]
drive_above_1_share_pct = 9.964
finish.utilization_pct = 45.92
area_growth_pct = 11.88
clkbuf_count = 0
flop_area_um2 = 0
ff_count = 0

[worst_hold_path]
hold_path.class = "input port to output port"
min_from = "A[31]"

[outcome]
status = "finished clean"

[floorplanning]
core_um2 = 23610
die_x_um = 157.7
rows = 56
ios = 104
fp_util_pct = 41.04
dieHeight_um = 157.7
die_area_um2 = 24860

[grt]
grt_pass1_vias = 10850
grt_max_degree = 58
grt_overflow_total = 0
grt_pass1_wl_um = 72540
grt_antenna_before_repair = 1
gr-usage-all-layers_pct = 40.58

[flow_run]
warning_count = 98
drv_cap = 0
## logic make-up after synthesis
logic type / after synthesis
compound gates: 475
simple gates: 451
buf+inv: 214
mux: 127
fa+ha+maj: 100
xor+xnor: 13
## final cells by class
cell class,instances,area [um^2]
well taps,319,399.1
inverters,106,397.9
diodes,2,5.005
fillers,2478,12770
repair buffers,133,1239
multi-input cells,1166,8802
## power groups by stage
stage / clock, mW / combinational [mW] / sequential (mW)
after CTS: 0 / 0.429 / 0
after global routing: 0 / 0.468 / 0
## tightest hold or removal path: stages
cell	delay [ns]
clkdlybuf4s50_1	0.46
buf_4	0.25
a21oi_1	0.12
clkdlybuf4s50_1	0.40
## worst min-delay path by stage
stage | to | slack [ns] | cells past startpoint
6_report | V | 7.03 | 4
5_1_grt | V | 7.06 | 4
4_1_cts | result[5] | 7.02 | 5
## layout by cell type, fill, tap and decap left out, types with 16 or more instances in the layout
| master | n |
|---|---|
| inv_1 | 101 |
| nand3_1 | 25 |
| clkdlybuf4s50_1 | 99 |
| a31oi_1 | 16 |
| nor3_1 | 45 |
| buf_4 | 31 |
| mux2i_1 | 52 |
| o21ai_0 | 79 |
| ha_1 | 98 |
| nand4_1 | 16 |
| a21oi_1 | 117 |
| nand2b_1 | 17 |
| a21o_1 | 16 |
| o22ai_1 | 21 |
| mux4_2 | 50 |
| a211oi_1 | 24 |
| a22oi_1 | 18 |
| nand2_1 | 102 |
| nor2_1 | 142 |
| mux2_2 | 23 |
## through the flow
step                      hold slack, ns  std cells  setup slack, ns  instance area (um^2)  power (mW)
after global routing               7.064       1724            2.920                 10840      0.4681
after global placement             7.011       1724            3.349                 10840      0.4318
after CTS                          7.020       1724            3.350                 10840      0.4292
after floorplan                    6.026       1380            4.835                  9692      0.2633
final                              7.028       1726            3.185                 10840      0.4416
after detailed placement           7.017       1724            3.366                 10840      0.4261
## per-layer routing
| metal | vias to the layer above | track usage, % | wire length (um) |
|---|---|---|---|
| li1 | 5308 | - | - |
| met1 | 5697 | 57.73 | 20440 |
| met2 | 793 | 61.13 | 21670 |
| met3 | 109 | 8.445 | 5562 |
| met4 | 2 | 13.64 | 2029 |
| met5 | - | 0 | 13 |
Power is estimated from default activity; no workload was simulated.
